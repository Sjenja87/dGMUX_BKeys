$ cat /design/flow/constraint.sdc
current_design gGMUX_BKeys

set clk_period 5.8
set clk_io_pct 0.2

create_clock -name clk0 -period $clk_period [get_ports {LPC_CLK33M_GMUX}]

set non_clock_inputs [all_inputs -no_clocks]
set_input_delay [expr $clk_period * $clk_io_pct] -clock clk0 $non_clock_inputs
set_output_delay [expr $clk_period * $clk_io_pct] -clock clk0 [all_outputs]
$ cat /design/flow/run.sh
#!/bin/bash
# OpenROAD 26Q1-2900-gdf79404cd8, Yosys 0.63+post, stock flow scripts
make -C /OpenROAD-flow-scripts/flow DESIGN_CONFIG=/design/flow/config.mk WORK_HOME=/design/flow/orfs finish
$ cat /design/flow/design.v
module gGMUX_BKeys (
	input	[2:0]	LVDS_IG_A_DATA	,
	input	[2:0]	LVDS_IG_B_DATA	,
	input	LVDS_IG_A_CLK			,
	input	LVDS_IG_BKL_ON			,
	input	LVDS_IG_PANEL_PWR		,
	output	[2:0]	LVDS_A_DATA		,
	output	[2:0]	LVDS_B_DATA		,
	output	LVDS_A_CLK				,
	output	LVDS_B_CLK				,
	output	LCD_BKLT_EN				,
	output	LCD_PWR_EN				,
	output	LCD_BKLT_PWM			,
	output	P3V3GPU_EN				,
	output	P1V5FB1V8GPU_R_EN		,
	output	P1V0GPU_EN				,
	output	GPUVCORE_EN				,
	output	EG_RESET_L				,
	output	LVDS_DDC_SEL_IG			,
	output	LVDS_DDC_SEL_EG 		,
	output  DP_MUX_EN				,
	output  DP_MUX_SEL_EG			,
	output  GMUX_INT				,
	input  LPC_CLK33M_GMUX 			,
	input  GMUX_RESET_L
);
	assign LVDS_A_DATA[2:0] = LVDS_IG_A_DATA[2:0];
	assign LVDS_B_DATA[2:0] = LVDS_IG_B_DATA[2:0];
	assign LVDS_A_CLK	= LVDS_IG_A_CLK;
	assign LVDS_B_CLK	= LVDS_IG_A_CLK;
	assign LCD_BKLT_EN	= LVDS_IG_BKL_ON;
	assign LCD_PWR_EN	= LVDS_IG_PANEL_PWR;
	assign P3V3GPU_EN			= 0;
	assign P1V5FB1V8GPU_R_EN	= 0;
	assign P1V0GPU_EN			= 0;
	assign GPUVCORE_EN			= 0;
	assign EG_RESET_L			= 0;
	assign LVDS_DDC_SEL_IG		= 1;
	assign LVDS_DDC_SEL_EG		= 0;
	assign DP_MUX_EN 			= 1;
	assign DP_MUX_SEL_EG		= 0;
	assign GMUX_INT				= 1;
	wire Rising_Edge_Event; 
	wire Falling_edge_event; 
	reg Edge_Event_dly; 
	always @(posedge LPC_CLK33M_GMUX) 
	begin
		Edge_Event_dly <= GMUX_RESET_L;
	end
	assign Rising_Edge_Event = (GMUX_RESET_L && !Edge_Event_dly); 
	assign Falling_edge_event = (!GMUX_RESET_L && Edge_Event_dly); 
	localparam Delay = 'h528;  
	localparam N = 5;
	reg[10:0] Delay_Counter;
	reg[13:0] Decoded_Frame = 'h000; 
	reg[3:0] Bit_Number = 0;
	reg[16:0] Frame_Counter = 0;
	localparam Frame_Time = 'h10000;  
	localparam Brightness_Up = 'h1FFD;
	localparam Brightness_Down = 'h1FFE;
	reg[1:0] Last_Key_Press = 0;
	reg[5:0] N_Frames_Counter = 0;
	always @(posedge LPC_CLK33M_GMUX)
	begin
		if(Rising_Edge_Event == 1 || Falling_edge_event == 1) begin
			Delay_Counter <= 0;
		end else if(Delay_Counter <= Delay-1) begin
       			    if(Delay_Counter == Delay-1) begin
						Decoded_Frame[Bit_Number] = GMUX_RESET_L;
						if(Bit_Number < 13) begin
							Bit_Number= Bit_Number + 1;
						end
						else begin
							Bit_Number = 0;
						end
				end	
				Delay_Counter <= Delay_Counter +1;
		end
		if(GMUX_RESET_L == 1) begin
			Frame_Counter = 0;
		end
		else if(GMUX_RESET_L == 0) begin
			Frame_Counter = Frame_Counter + 1;
		end
		if(Frame_Counter >= Frame_Time) begin
			if(Decoded_Frame == Brightness_Up) begin
				Last_Key_Press[0] = 1;	
				N_Frames_Counter = 0;	
			end else if (Decoded_Frame == 	Brightness_Down) begin
				Last_Key_Press[1] = 1;
				N_Frames_Counter = 0;
			end	else begin	
				N_Frames_Counter = N_Frames_Counter + 1;
			end
			if(N_Frames_Counter >= N && Last_Key_Press > 0 ) begin
				Last_Key_Press = 0; 
				N_Frames_Counter = 0;		
			end
			Frame_Counter = 0;
			Bit_Number = 0;
			Decoded_Frame = 0;		
		end		
	end
	reg Key_Clock= 1'b0;
	localparam  Prescale = 'h400000																																																									;
	reg[22:0] Prescale_Counter  = 0;  
	always @(posedge LPC_CLK33M_GMUX)
	begin
		Prescale_Counter <= Prescale_Counter + 1;
		 if(Prescale_Counter>=(Prescale)) begin
		   Prescale_Counter <= 'h0;
		  end
		  Key_Clock <= Prescale_Counter[22] ;  
	end
	reg [4:0] Brightness_Level = 'd11;  
	always @(posedge Key_Clock)
	 begin	
			if (Last_Key_Press[0] == 1  && Brightness_Level < 'd16 ) begin
				Brightness_Level <= Brightness_Level + 1;
			end else if(Last_Key_Press[1] == 1 && Brightness_Level > 'd0 ) begin
				Brightness_Level <= Brightness_Level - 1; 
			end else begin
			end
	 end 	
	wire Brightness_Trigger ;
	reg  Brightness_Trigger_dly = 1'b0;
	wire Brightness_Trigger_Event ;
	assign Brightness_Trigger = (Key_Clock);
	always @(posedge LPC_CLK33M_GMUX)
	begin
		Brightness_Trigger_dly <= Brightness_Trigger ;
	end
	assign Brightness_Trigger_Event = (Brightness_Trigger && !Brightness_Trigger_dly)?1:0 ;
	reg [31:0] Duty_Cycle='d49949;  
	reg [31:0] Periode ='d142711;  
	always @(posedge LPC_CLK33M_GMUX)
	begin
		if (Brightness_Trigger_Event) begin
		case (Brightness_Level)
			'd0 : Duty_Cycle <= 'd0 ;
			'd1 : Duty_Cycle <= 'd2854 ;
			'd2 : Duty_Cycle <= 'd4281 ;
			'd3 : Duty_Cycle <= 'd5708 ;
			'd4 : Duty_Cycle <= 'd8563 ;
			'd5 : Duty_Cycle <= 'd11417 ;
			'd6 : Duty_Cycle <= 'd15698 ;
			'd7 : Duty_Cycle <= 'd19980 ;
			'd8 : Duty_Cycle <= 'd25688 ;
			'd9 : Duty_Cycle <= 'd34251 ;
			'd10 : Duty_Cycle <= 'd41386 ;
			'd11 : Duty_Cycle <= 'd49949 ;
			'd12 : Duty_Cycle <= 'd59939 ;
			'd13 : Duty_Cycle <= 'd72783 ;
			'd14 : Duty_Cycle <= 'd87054 ;
			'd15 : Duty_Cycle <= 'd105606 ;
			'd16 : Duty_Cycle <= 'd127013 ;
			default : ;
		endcase
		end 
	end 
	reg[16:0] PWM_Counter = 0;
	always @(posedge LPC_CLK33M_GMUX)
	 begin
	   PWM_Counter <= PWM_Counter + 1;
	   if(PWM_Counter>=Periode) 
		PWM_Counter <= 0;
	  end
	assign LCD_BKLT_PWM = (PWM_Counter<Duty_Cycle) ? 1:0 ;		
endmodule
$ cat /design/flow/config.mk
export PLATFORM = sky130hd
export DESIGN_NAME = gGMUX_BKeys
export DESIGN_NICKNAME = gGMUX_BKeys
export VERILOG_FILES = /design/flow/design.v
export SDC_FILE = /design/flow/constraint.sdc
export NUM_CORES = 4
export LEC_CHECK = 1
export CORE_UTILIZATION = 30
==> run summary <==
The layout was made with Yosys and OpenROAD.

The flow ran to the end, and the final reports show no timing, DRC or antenna violations. Per the OpenROAD floorplan log, the width of the die is 151 um. Per the OpenROAD floorplan log, the area of the die is 22900 um2. The commonest register cell is dfxtp_1. Counting the buffers created by CTS gives 17. Counting pins that exceed their max-slew limit in the final report gives 0. The maximum level of the CTS H-tree is 4. The share of the clock period used by the worst path is 71.6%. For this run, the share of the core covered by cells in the final layout is 33.6%.

Sequential elements use 40.1% of the synthesized area. The weighted congestion reported at the end of routability-driven placement is 0.820. The first detailed-routing pass took 5 iterations. The final report lists the setup-violating endpoint count as 0. The post-synthesis register bit count is 119. The critical path capture point type is an output pin. The count of unclocked register or latch pins is 5. The maximum buffer depth of the clock tree is 2. The detailed router reports a met2 wire length of 5.07 mm. Per the timing report, the biggest fanout along the worst path comes to 8. The highest metal layer with signal wires is met4. Recorded from the global router log, the overflow total was 0. The count of inserted antenna diode cells is 0. The total power is 1830 uW. The worst-case vdd ir drop is 0.180 mV.

Setup repair after global routing left no endpoint under its margin. The Yosys chip area is 6680 um2. TritonCTS built the clock tree. The cell count after synthesis came out at 748. Yosys reported that registers with async set or reset make up 0%. Summed over all routing layers, the global router reports a total usage of 11.2%.

In this run the static leakage power is 0.00286 uW. The initial core utilization is 30.6%. The core outline area is 21800 um2. The synthesis report lists the Yosys warning total as 1. Checking max transition, the worst relative margin is 46.7%.

Looking at the setup timing report, the critical path kind is reg -> out. The worst clock skew on the final layout is 0.0114 ns. The setup fix buffers added after clock tree synthesis is 0.

The final hold violation count recorded for this run is 0. The total of cells resized after clock tree synthesis is 0. The layout filler cell count is 2208.

The number of cell instances after yosys synthesis is 748. According to the I/O placement log, the pin count is 32. The met3 wire length is 453 um. On the final layout, the worst hold slack is 0.435 ns. The routed length on met1 is 6.32 mm.

After clock tree synthesis, the clock-pin slew on the worst setup and hold paths is 0.06 ns. The minimum period implied by the final worst setup slack is 4.15 ns. The HPWL after detailed placement is 8.04 mm. The number of warnings in the stage logs is 34.

The data required time of the worst path is 4.64 ns. The count of max-cap constraint violations is 0. The per-instance average area after synthesis is 8.93 um2. The maximum achievable frequency is 0.241 GHz.

The number of antenna violations at the first check in global routing is 0. Entering global routing, the biggest net connects 27 pins. Counting flops with a built-in enable in the synthesized netlist gives 30. The post-detailed-route via-to-cell ratio is 4.84.

The fraction of layout cells with a size suffix above 1 is 8.39%. The count of endpoints without a timing constraint is 27. The detailed router's first-iteration violation count is 414.

The area growth from synthesis to layout is 9.72%. The routed design shows a wire length per standard cell of 11.8 um. The global-route wire length before repair is 20.7 mm. In this run the cell area of the synthesized design comes to 6680 um2. The number of hold buffers added after CTS was 0.

The root buffer selected by CTS is clkbuf_16. Adding up every negative setup slack in the final design gives 0 ns. The number of remaining DRC errors is 0. The vertical die dimension reported for this design is 151 um. The actual transition at the worst max-transition pin is 0.799 ns. The gate-level netlist out of Yosys references 83 unique cell types. The number of global-route vias before repair was 4429.

STA classifies the critical path startpoint as a flip-flop. The row count is 54. Data arrives at the worst endpoint at 2.99 ns. The via count is 4937. Input and output buffers added on the ports amount to 2.

Checking hold timing, the worst path is listed with class reg -> reg. For this design the ratio of total power to cell area is 250 nW/um2. After detailed routing, the total wire length is 12.0 mm.

The detail route stage leaves a number of antenna-violating nets equal to 0. The clock latency on the worst-skew pair is 0.41 ns.
## metal layers
metal,GRT usage [%],vias up
met4,1.55,0
met3,2.40,10
li1,-,2560
met5,0,-
met1,17.7,2299
met2,16.1,68
## cell usage after synthesis, types with 8 or more instances
cell | number | area [um2]
ha_1 | 32 | 400
nand2b_1 | 8 | 50.1
nand4_1 | 19 | 119
inv_1 | 37 | 139
nor2_1 | 99 | 372
o21ai_0 | 23 | 115
nand2_1 | 49 | 184
xor2_1 | 38 | 333
nor3_1 | 9 | 45.0
clkbuf_1 | 25 | 93.8
nand3_1 | 42 | 210
nor2b_1 | 10 | 62.6
buf_4 | 20 | 150
xnor2_1 | 28 | 245
and3_1 | 15 | 93.8
dfxtp_1 | 89 | 1780
and2_1 | 8 | 50.1
a21oi_1 | 29 | 145
edfxtp_1 | 30 | 901
## logic make-up (layout without fill, tap and decap cells)
logic type / after synthesis / count (layout) / synth area share [%]
adders and majority gates: 32 / 32 / 5.99
buffers and inverters: 93 / 75 / 7.26
DFF: 119 / 119 / 40.1
xor gates and xnor gates: 66 / 66 / 8.65
muxes: 7 / 7 / 1.10
and+or+nand+nor: 307 / 307 / 23.9
other: 2 / 11 / 0.112
AOI/OAI and AO/OA: 122 / 122 / 12.9
## through the flow
step                worst slack, ns  cells  area [um2]
finish                         1.65   1019        7330
global route                   1.52   1019        7330
CTS                            1.61   1019        7330
detailed placement             1.37    987        6770
global placement               1.44    987        6770
floorplan                      2.66    757        6720
## report_power, final
| part | total, uW | internal [uW] | switching, uW |
|---|---|---|---|
| logic | 30.7 | 11.6 | 19.1 |
| registers | 824 | 817 | 6.56 |
| clock network | 975 | 620 | 354 |
| total | 1830 | 1450 | 380 |
## final cells by class
type,instances,area [um2],share of cell area [%]
inverter,38,143,1.95
sequential,119,2680,36.6
tap,280,350,4.78
multi-input combinational,545,3560,48.5
clock buffer,23,478,6.52
timing repair buffer,5,42.5,0.580
clock inverter,9,80.1,1.09
## critical path, cell delays in order, from the launching register on
cell,delay [ns]
dfxtp_1,0.48
ha_1,0.29
a21o_1,0.15
a21o_1,0.16
a21o_1,0.16
a21o_1,0.19
a2111oi_0,0.48
o41a_1,0.20
clkdlybuf4s50_1,0.47
## flip-flops by register name, indices dropped and copies added, names as in the netlist
name                    count
Last_Key_Press              2
Prescale_Counter           23
Duty_Cycle                 17
Delay_Counter              11
Bit_Number                  4
PWM_Counter                17
Brightness_Trigger_dly      1
Edge_Event_dly              1
Brightness_Level            5
Frame_Counter              17
N_Frames_Counter            6
Key_Clock                   1
Decoded_Frame              14
## placed cells by master, fill, tap and decap left out, types with 9 or more instances in the layout
cell type,instances
ha_1,32
edfxtp_1,30
o21ai_0,23
nor2_1,98
nand2_1,49
nor2b_1,10
inv_1,37
clkbuf_16,17
a21oi_1,29
nand4_1,19
xor2_1,38
nand3_1,42
dfxtp_1,89
conb_1,11
xnor2_1,28
nor3_1,9
and3_1,15
## path summary, 6_finish.rpt
kind | cells after the start | to | slack [ns] | from
setup / recovery | 8 | LCD_BKLT_PWM | 1.65 | PWM_Counter[1]
hold / removal | 0 | Brightness_Trigger_dly | 0.44 | Key_Clock
setup reg to reg | 9 | N_Frames_Counter[4] | 2.54 | Bit_Number[0]
hold reg to reg | 0 | Brightness_Trigger_dly | 0.44 | Key_Clock
Power and IR drop assume default switching activity.
